==> flow/design.v <==
module bcd7seg(
    input  wire [3:0] din,
    output reg  [6:0] seg
);
    always @* begin
        case (din)
            4'h0: seg = 7'b1000000;  
            4'h1: seg = 7'b1111001;
            4'h2: seg = 7'b0100100;
            4'h3: seg = 7'b0110000;
            4'h4: seg = 7'b0011001;
            4'h5: seg = 7'b0010010;
            4'h6: seg = 7'b0000010;
            4'h7: seg = 7'b1111000;
            4'h8: seg = 7'b0000000;
            4'h9: seg = 7'b0010000;
            4'hA: seg = 7'b0001000;
            4'hB: seg = 7'b0000011;
            4'hC: seg = 7'b1000110;
            4'hD: seg = 7'b0100001;
            4'hE: seg = 7'b0000110;
            4'hF: seg = 7'b0001110;
            default: seg = 7'b1111111;
        endcase
    end
endmodule
`timescale 1ns / 1ps
module bin2bcd_12 (
    input  wire        clk,
    input  wire        reset,     
    input  wire        en,        
    input  wire [11:0] bin_in,     
    output reg  [15:0] bcd_out,    
    output reg         rdy        
);
    localparam IDLE  = 3'd0,
               SETUP = 3'd1,
               ADD   = 3'd2,
               SHIFT = 3'd3,
               DONE  = 3'd4;
    reg [2:0]  PS, NS;
    reg [27:0] bcd_data;
    reg [3:0] sh_counter;   
    reg [1:0] add_counter;  
    wire [3:0] thousands = bcd_data[27:24];
    wire [3:0] hundreds  = bcd_data[23:20];
    wire [3:0] tens      = bcd_data[19:16];
    wire [3:0] ones      = bcd_data[15:12];
    always @(posedge clk or posedge reset) begin
        if (reset) PS <= IDLE;
        else       PS <= NS;
    end
    always @(*) begin
        case (PS)
            IDLE : NS = (en) ? SETUP : IDLE;
            SETUP: NS = ADD;
            ADD  : NS = (add_counter == 2'd3) ? SHIFT : ADD;
            SHIFT: NS = (sh_counter == 4'd11) ? DONE : ADD;  
            DONE : NS = IDLE;
            default: NS = IDLE;
        endcase
    end
    always @(posedge clk or posedge reset) begin
        if (reset) begin
            bcd_data    <= 28'd0;
            sh_counter  <= 4'd0;
            add_counter <= 2'd0;
            bcd_out     <= 16'd0;
            rdy         <= 1'b0;
        end else begin
            rdy <= 1'b0; 
            case (PS)
                IDLE: begin
                end
                SETUP: begin
                    bcd_data    <= {16'd0, bin_in};
                    sh_counter  <= 4'd0;
                    add_counter <= 2'd0;
                end
                ADD: begin
                    case (add_counter)
                        2'd0: begin
                            if (ones >= 5)    bcd_data[15:12] <= ones + 4'd3;
                            add_counter <= 2'd1;
                        end
                        2'd1: begin
                            if (tens >= 5)    bcd_data[19:16] <= tens + 4'd3;
                            add_counter <= 2'd2;
                        end
                        2'd2: begin
                            if (hundreds >= 5) bcd_data[23:20] <= hundreds + 4'd3;
                            add_counter <= 2'd3;
                        end
                        2'd3: begin
                            if (thousands >= 5) bcd_data[27:24] <= thousands + 4'd3;
                            add_counter <= 2'd0;
                        end
                    endcase
                end
                SHIFT: begin
                    bcd_data   <= bcd_data << 1;
                    sh_counter <= sh_counter + 1'b1;
                end
                DONE: begin
                    bcd_out <= bcd_data[27:12];  
                    rdy     <= 1'b1;             
                end
            endcase
        end
    end
endmodule
`timescale 1ns / 1ps
module multiseg_driver(
    input  wire        clk,    
    input  wire        rst,    
    input  wire [15:0] bcd,    
    output wire [3:0]  an,     
    output wire [6:0]  seg,    
    output wire        dp      
);
    wire [1:0] sel;
    wire [3:0] nib;
    wire [6:0] seg_next;
    reg  [6:0] seg_r;
    refresh_gen   Uref (.clk(clk), .rst(rst), .sel(sel), .an(an));
    mux4_nibble   Umux (.bcd(bcd), .sel(sel), .nib(nib));
    bcd7seg       Udec (.din(nib), .seg(seg_next));
    always @(posedge clk) begin
        seg_r <= seg_next;
    end
    assign seg = seg_r;
    assign dp  = 1'b1;  
endmodule
module mux4_nibble(
    input  wire [15:0] bcd,
    input  wire [1:0]  sel,
    output reg  [3:0]  nib
);
    always @* begin
        case (sel)
            2'd0: nib = bcd[3:0];      
            2'd1: nib = bcd[7:4];      
            2'd2: nib = bcd[11:8];     
            2'd3: nib = bcd[15:12];    
        endcase
    end
endmodule
module refresh_gen(
    input  wire       clk,         
    input  wire       rst,         
    output reg  [1:0] sel,         
    output reg  [3:0] an           
);
    localparam integer DIV = 25_000; 
    reg [14:0] cnt = 0;
    always @(posedge clk) begin
        if (rst) begin
            cnt <= 0;
            sel <= 0;
            an  <= 4'b1111;        
        end else begin
            if (cnt == DIV-1) begin
                cnt <= 0;
                an  <= 4'b1111;    
                sel <= sel + 1'b1;
            end else begin
                cnt <= cnt + 1'b1;
                if (cnt == 1) begin
                    case (sel)
                        2'd0: an <= 4'b1110;  
                        2'd1: an <= 4'b1101;  
                        2'd2: an <= 4'b1011;  
                        2'd3: an <= 4'b0111;  
                    endcase
                end
            end
        end
    end
endmodule
`timescale 1ns / 1ps
module top_counter_display (
    input  wire        clk,        
    output wire [3:0]  an,         
    output wire [6:0]  seg,        
    output wire        dp          
);
    localparam integer DIV_BITS = 21;   
    reg [DIV_BITS-1:0] divcnt = 0;
    always @(posedge clk)
        divcnt <= divcnt + 1'b1;
    wire slow_clk = divcnt[DIV_BITS-1];
    wire [11:0] count_val;
    up_counter_12bit u_cnt (
        .clk   (slow_clk),
        .reset (1'b0),      
        .count (count_val)
    );
    reg slow_clk_q = 1'b0;
    always @(posedge clk)
        slow_clk_q <= slow_clk;
    wire        en_conv = (slow_clk & ~slow_clk_q);
    wire [15:0] bcd_bus;
    wire        bcd_rdy;
    bin2bcd_12 u_b2b (
        .clk     (clk),
        .reset   (1'b0),
        .en      (en_conv),
        .bin_in  (count_val),
        .bcd_out (bcd_bus),
        .rdy     (bcd_rdy)
    );
    multiseg_driver u_disp (
        .clk (clk),
        .rst (1'b0),
        .bcd (bcd_bus),
        .an  (an),
        .seg (seg),
        .dp  (dp)
    );
endmodule
`timescale 1ns / 1ps
module up_counter_12bit (
    input  wire clk,
    input  wire reset,   
    output reg [11:0] count  
);
    always @(posedge clk or posedge reset) begin
        if (reset)
            count <= 12'd0;                    
        else if (count == 12'd4095)
            count <= 12'd0;                    
        else
            count <= count + 1'b1;             
    end
endmodule
==> flow/run.sh <==
#!/bin/bash
# OpenROAD 26Q1-2900-gdf79404cd8, Yosys 0.63+post, stock flow scripts
make -C /OpenROAD-flow-scripts/flow DESIGN_CONFIG=/design/flow/config.mk WORK_HOME=/design/flow/orfs finish
==> flow/config.mk <==
export PLATFORM = sky130hd
export DESIGN_NAME = top_counter_display
export DESIGN_NICKNAME = top_counter_display
export VERILOG_FILES = /design/flow/design.v
export SDC_FILE = /design/flow/constraint.sdc
export NUM_CORES = 4
export LEC_CHECK = 1
export CORE_UTILIZATION = 30
==> flow/constraint.sdc <==
current_design top_counter_display

set clk_period 4.8
set clk_io_pct 0.2

create_clock -name clk0 -period $clk_period [get_ports {clk}]

set non_clock_inputs [all_inputs -no_clocks]
set_input_delay [expr $clk_period * $clk_io_pct] -clock clk0 $non_clock_inputs
set_output_delay [expr $clk_period * $clk_io_pct] -clock clk0 [all_outputs]
==> results_slide.txt <==
Key Metrics from the Run

Routing
  • DRT iter0 DRCs: 151
  • Met3 WL: 304 µm
  • Highest Signal Layer: met4
  • # diodes: 0
  • Via count of the routed design: 3266
  • Vias per inst: 4.620
  • # DRC: 0
  • Drt wl/cell: 11.18 µm
  • Pre-antenna DRT Iters: 4
  • DR WL met2: 3509 µm
  • Wirelength, routed: 7902 µm
  • Antenna Violating Nets Remaining: 0
  • Wl on met1: 4011 µm

Critical path
  • Required time worst endpoint: 5.02 ns
  • Crit. End Element: flip-flop
  • Crit path DAT: 2.55 ns
  • Crit-path max FO: 5
  • WS Path Type: reg -> reg
  • Type of origin of the critical path: flip-flop

Final timing
  • Final hold vios: 0
  • Number of unconstrained endpoints: 12
  • Register pins left without a clock: 12
  • Worst-margin pin slew: 0.7183 ns
  • Post-route setup TNS: 0 ns
  • Final slew viol count: 0
  • Clk_skew: 0.007418 ns
  • Fmax: 429.8 MHz
  • Tcrit/Tclk final: 0.4848
  • Post-layout min period: 2.327 ns
  • Slew headroom: 0.5167
  • Final Setup Violations: 0
  • RSZ-0062 raised after global routing: no

Clocking
  • Setup bufs post-CTS: 0
  • Max H-tree Level: 3
  • Late-Pin Clk Latency: 0.34 ns
  • Clock slew at reported path FFs: 0.06 ns
  • CTS Buffer Depth: 2
  • CTS resizes: 0
  • Post-CTS Hold Fix Bufs: 0
  • Root Buffer: clkbuf_16
  • CTS tree: built
  • CTS Buf Count: 9

Logic synthesis
  • MUX area fraction: 0.05219
  • Number of library cell types mapped by synthesis: 42
  • XOR/XNOR share of the synthesized area: 0.07547
  • Flops & latches, synth: 117
  • Adder Area Share: 0.05636
  • Post-synth EDFFs: 50
  • Avg Cell Area, Syn: 10.82 µm²
  • Yosys warns: 7
  • Commonest flop: dfxtp_1
  • FFs w/ async S/R, synth: 0
  • Synth Instances: 472
  • Yosys stat area: 5106 µm²
  • Aoi share: 0.07498
  • Yosys Instances: 472
  • Simple share: 0.1551
  • Dominant kind of combinational cell: simple AND/OR/NAND/NOR gates
  • Mapped Area: 5106 µm²
  • Synth Seq Share: 0.5567

Placement
  • Detailed Place HPWL: 5334 µm
  • RePlAce Congestion: 0.7687
  • # port buffers: 11
  • Placed Cells: 691

Die
  • Die H: 132.5 µm
  • Die W: 132.5 µm
  • Core ar.: 16580 µm²
  • Die Area: 17550 µm²
  • IO Count: 13
  • Fp util: 0.3079
  • Floorplan row count: 47

Power and ir drop
  • Worst VDD drop: 0.1788 mV
  • Pleak: 2.131 nW
  • PwrDens: 285.6 nW/µm²

Cells and area
  • Utilization after layout: 0.3469
  • Post-Layout Cell Count: 707
  • Area Growth Syn to Fin: 12.67%
  • Most numerous logic cell after layout: dfxtp_1
  • Share of layout cells above drive strength 1: 0.06776
  • Top cells excl fill/tap: 67 x dfxtp_1, 53 x nor2_1, 50 x edfxtp_1

Global route
  • GR Util All Layers: 0.09752
  • Largest net degree at the start of global routing: 41
  • Number of global-route vias before repair: 3023
  • Overflow left after global routing: 0
  • Initial antenna violation count: 0
  • Global-route wire length before repair: 13970 µm

Flow run
  • Max Cap Viol: 0
  • Log Warnings: 38

Min path
  • Worst Hold Class: reg -> reg

Run status
  • Status: complete, no violations
-- Yosys cell counts, drive strengths merged (2+ instances only) --
master  number  area (µm²)
nand3b       5       37.54
or4          2       15.01
xor2        18       157.7
dfxtp       67        1341
a211o        4       35.03
mux2        13       146.4
nand2b      11       68.82
nor3         8       40.04
mux2i       12       120.1
nor2        53       198.9
xnor2       26       227.7
or3          5       31.28
edfxtp      50        1501
ha          23       287.8
nor4         2       12.51
a222oi       3       30.03
and3         7       46.29
nand3       20       100.1
inv         22       82.58
o22ai        4       25.02
a21o         2       15.01
o21ai       16       80.08
buf          3       17.52
clkbuf      12       45.04
a21oi       31       155.2
nand2       25       93.84
nand4       12       75.07
nor2b        3       18.77
and2         2       12.51
-- power breakdown --
group          internal, W  leakage (nW)   switching, W      total (W)
Sequential        0.000929          1.12              0       0.000929
Clock             0.000413         0.146       0.000302       0.000715
Combinational            0         0.864  0.00000000578  0.00000000664
-- metrics by stage --
stage	worst slack, ns	cell area, µm²	hold slack, ns	total power (W)
after global placement	2.627	5458	0.4146	0.0009487
after floorplan	2.651	5106	0.3945	0.0009492
after detailed placement	2.496	5458	0.4163	0.0009486
final	2.473	5753	0.4290	0.001643
after global routing	2.305	5753	0.4649	0.001707
after CTS	2.498	5753	0.4323	0.001671
-- registers in the layout (all words and copies together) (netlist names) --
register and flops:
u_b2b.bcd_data 28, divcnt 21, u_b2b.bcd_out 16, u_disp.Uref.cnt 15, u_cnt.count 12, u_disp.seg_r 7, u_b2b.add_counter 4, u_b2b.sh_counter 4
u_disp.Uref.an 4, u_b2b.PS 3, u_disp.Uref.sel 2, slow_clk_q 1
-- cell type report --
| cell class | count | area [µm²] |
|---|---|---|
| clock buffers | 15 | 289.0 |
| well taps | 220 | 275.3 |
| clock inverters | 1 | 6.256 |
| flip-flops and latches | 117 | 2843 |
| inverters | 22 | 82.58 |
| multi-input cells | 318 | 2125 |
| repair buffers | 14 | 132.6 |
| fillers | 1639 | 10830 |
-- cells by family after synthesis --
family / count (synthesis)
compound gates: 65
xor+xnor: 44
fa+ha+maj: 23
buf+inv: 37
flops: 117
mux: 25
other cells: 1
simple gates: 160
-- worst max-delay path, stage by stage (launching register included) --
cell and delay, ns:
edfxtp_1 0.42, ha_1 0.29, a22oi_1 0.20, nand2_1 0.08, mux2i_1 0.37, inv_1 0.18
ha_1 0.28, and3_1 0.16, a221o_1 0.25
-- worst paths after layout --
kind | to | cells after the start | slack [ns] | from
max | u_disp.seg_r[0] | 8 | 2.47 | u_disp.Uref.sel[0]
min | divcnt[0] | 1 | 0.43 | divcnt[0]
max reg2reg | u_disp.seg_r[0] | 8 | 2.47 | u_disp.Uref.sel[0]
min reg2reg | divcnt[0] | 1 | 0.43 | divcnt[0]
-- layer usage --
layer  track usage  up-vias
met5             0        -
met4       0.01149        0
met3       0.02461        7
met2        0.1477       59
met1        0.1506     1522
li1              -     1678
Power and IR drop assume default switching activity.
