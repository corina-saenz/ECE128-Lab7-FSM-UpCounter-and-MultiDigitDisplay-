**design/flow/config.mk**
```make
export PLATFORM = sky130hd
export DESIGN_NAME = mealy_1101
export DESIGN_NICKNAME = mealy_1101
export VERILOG_FILES = /design/flow/design.v
export SDC_FILE = /design/flow/constraint.sdc
export NUM_CORES = 4
export LEC_CHECK = 1
export CORE_AREA = 10 10 70 70
export DIE_AREA = 0 0 80 80
```
**design/flow/constraint.sdc**
```tcl
current_design mealy_1101

set clk_period 1.1
set clk_io_pct 0.2

create_clock -name clk0 -period $clk_period [get_ports {clk}]

set non_clock_inputs [all_inputs -no_clocks]
set_input_delay [expr $clk_period * $clk_io_pct] -clock clk0 $non_clock_inputs
set_output_delay [expr $clk_period * $clk_io_pct] -clock clk0 [all_outputs]
```
**design/flow/design.v**
```verilog
`timescale 1ns / 1ps
module mealy_1101 (
    input  wire clk,
    input  wire reset,  
    input  wire x,     
    output reg  z       
);
    parameter S0 = 2'd0;  
    parameter S1 = 2'd1;  
    parameter S2 = 2'd2;  
    parameter S3 = 2'd3;  
    reg [1:0] PS, NS;
    always @(posedge clk or posedge reset) begin
        if (reset)
            PS <= S0;
        else
            PS <= NS;
    end
    always @(*) begin
        case (PS)
            S0: NS = x ? S1 : S0;        
            S1: NS = x ? S2 : S0;        
            S2: NS = x ? S2 : S3;        
            S3: NS = x ? S1 : S0;        
            default: NS = S0;
        endcase
    end
    always @(*) begin
        case (PS)
            S3:     z = (x == 1'b1);    
            default z = 1'b0;
        endcase
    end
endmodule
```
**design/flow/run.sh**
```bash
#!/bin/bash
# OpenROAD 26Q1-2900-gdf79404cd8, Yosys 0.63+post, stock flow scripts
make -C /OpenROAD-flow-scripts/flow DESIGN_CONFIG=/design/flow/config.mk WORK_HOME=/design/flow/orfs finish
```
==> results.sh <==
# yosys + openroad results
export IMPL_critPathBufInv=1
export IMPL_fmax_mhz=941
export IMPL_top_area_share_pct=53.1
export IMPL_swShare_pct=19.9
export IMPL_top_cells_by_count="3 x dfrtp_1, 2 x o21a_1"
export IMPL_avgRoutedWirePerCell_um=4.59
export IMPL_numSynthFlops=4
export IMPL_dieWidth_um=80
export IMPL_top_cell="dfrtp_1"
export IMPL_cts_tree="done"
export IMPL_yosys_area_um2=141
export IMPL_cts_root_buf="clkbuf_4"
export IMPL_numPortBuffers=3
export IMPL_core_area_um2=3420
export IMPL_post_place_ws_ps=-391
export IMPL_yosysCellCount=11
export IMPL_first_iter_violations=0
export IMPL_cts_buffer_depth=2
export IMPL_clk_latency_ps=240
export IMPL_grt_pass1_wl_um=524
export IMPL_tightest_slew_ps=155
export IMPL_setup_slack_ps=37.2
export IMPL_yosys_top_cells_area="dfrtp_1 53%, dfstp_2 19%, o21a_1 11%"
export IMPL_io_pins=4
export IMPL_grt_pass1_vias=133
export IMPL_crit_type="flip-flop to primary output"
export IMPL_vias=97
export IMPL_rsz0062_at_grt="yes"
export IMPL_power_frac_comb_pct=7.6
export IMPL_pwr_share_clk_pct=49.9
export IMPL_ys_warn_count=1
export IMPL_drv_cap=0
export IMPL_p_sw_mw=0.0791
export IMPL_track_usage_pct=1.11
export IMPL_p_leak_nw=0.110
export IMPL_synthArstFlopShare_pct=100
export IMPL_viasPerCell=1.47
export IMPL_seq_area_um2=101
export IMPL_period_needed_ps=1060
export IMPL_vdd_drop_max_mv=0.192
export IMPL_fin_crit_sh_pct=96.6
export IMPL_largest_reg_flops=4
export IMPL_drtPass1Iterations=1
export IMPL_num_antenna_cells=0
export IMPL_crit_family="flip-flops"
export IMPL_die_y_um=80
export IMPL_edf_count=0
export IMPL_rows=21
export IMPL_dpl_cell_area_um2=244
export IMPL_relSlewSlack_pct=89.6
export IMPL_finalSetupViolCount=0
export IMPL_grt_antenna_before_repair=0
export IMPL_cp_cell_sequence="and2_1, buf_2"
export IMPL_grt_start_max_net_pins=5
export IMPL_fp_utilization_pct=4.14
export IMPL_required_ps=880
export IMPL_powerDensity_nw_per_um2=1500
export IMPL_synth_area_um2=141
export IMPL_warnings=26
export IMPL_worstSetupStartpointType="flip-flop"
export IMPL_cpPeakStageDelay_ps=370
export IMPL_top_regs="PS (4)"
export IMPL_comb_area_um2=36.3
export IMPL_finalHoldViolations=0
export IMPL_ys_flop_type="dfrtp_1"
export IMPL_final_area_um2=264
export IMPL_hold_path_class="primary input to asynchronous set/reset pin"
export IMPL_clock_sinks=4
export IMPL_status="completed"
export IMPL_largest_area_cell="dfrtp_1"
export IMPL_cp_slowest_cell="dfrtp_1"
export IMPL_setup_tns_ps=0
export IMPL_avgSynthCellArea_um2=12.9
export IMPL_yosysSeqAreaShare_pct=71.7
export IMPL_end_kind="primary output"
export IMPL_die_area_um2=6400
export IMPL_drive_above_1_share_pct=35.0
export IMPL_finClkSkew_ps=6.44
export IMPL_clk_pin_slew_ps=40
export IMPL_grt_ovfl_total=0
export IMPL_finalMaxSlewViolations=0
export IMPL_nFillCells=405
export IMPL_p_int_mw=0.318
export IMPL_final_antenna_net_count=0
export IMPL_htree_levels=1
export IMPL_synth_cell_types=8
export IMPL_crit_fanout=2
export IMPL_area_growth_pct=86.7
export IMPL_wl_um=303
export IMPL_seqPwrFrac_pct=42.5
export IMPL_critPathArrivalTime_ps=840
export IMPL_largest_register="PS"
export IMPL_hold_buffers=0
export IMPL_power_mw=0.397
export IMPL_drc=0
export IMPL_synth_cells=11
export IMPL_globalplace_congestion=0.618
export IMPL_cts_made_buffers=3
[cell families (layout without fill, tap and decap cells)]
logic type / count (synthesis) / in the layout / share of synthesized area, %
AND/OR/NAND/NOR: 4 / 4 / 15.0
buffers and inverters: 1 / 10 / 2.65
AND-OR/OR-AND: 2 / 2 / 10.6
flip-flops: 4 / 4 / 71.7
[metal layers]
layer | global-route usage [%] | vias up | part of all wire [%]
met5 | 0 | - | 0
met2 | 1.20 | 3 | 44
met4 | 0.880 | 0 | 2.0
met1 | 1.00 | 40 | 37
li1 | - | 52 | -
met3 | 1.48 | 2 | 17
[timing repair]
item | CTS | global route
pin swaps | 1 | 0
setup endpoints to repair | 1 | 1
gates resized | 4 | 0
buffers inserted | 0 | 0
[per-stage QoR]
stage | instances | utilization [%] | hold WS [ps]
after floorplan | 11 | - | -14.6
after global placement | 62 | 7.14 | 414
after detailed placement | 62 | 7.14 | 417
after CTS | 66 | 7.73 | 156
after global routing | 66 | 7.73 | 163
final | 66 | 7.73 | 159
[placed cells by master, fill, tap and decap left out, drive strengths merged]
master         instances
dfstp                  1
clkdlybuf4s50          1
dlygate4sd2            1
buf                    3
inv                    1
nor2b                  1
nor2                   1
and2                   1
nor3                   1
clkbuf                 4
dfrtp                  3
o21a                   2
[worst paths after layout]
| path | end | start | slack [ps] | cells past startpoint |
|---|---|---|---|---|
| setup / recovery | z | PS[3] | 40 | 2 |
| hold / removal | PS[3] | reset | 160 | 2 |
| setup reg to reg | PS[2] | PS[3] | 330 | 2 |
| hold reg to reg | PS[1] | PS[1] | 480 | 1 |
| max in group asynchronous | PS[0] | reset | 710 | 2 |
| min in group clk0 | PS[0] | x | 370 | 3 |
[power by group through the flow]
stage / combinational [mW] / sequential, mW / clock [mW]
5_1_grt: 0.0343 / 0.170 / 0.232
4_1_cts: 0.0312 / 0.169 / 0.212
6_report: 0.0303 / 0.169 / 0.198
[final cells by class]
class / instances / share of cell area, %
repair buffers: 5 / 14.7
well taps: 46 / 21.8
inverters: 1 / 1.42
clock buffers: 4 / 9.95
flip-flops and latches: 4 / 38.4
multi-input cells: 6 / 13.7
