File: flow/run.sh
#!/bin/bash
# OpenROAD 26Q1-2900-gdf79404cd8, Yosys 0.63+post, stock flow scripts
make -C /OpenROAD-flow-scripts/flow DESIGN_CONFIG=/design/flow/config.mk WORK_HOME=/design/flow/orfs finish
File: flow/config.mk
export PLATFORM = sky130hd
export DESIGN_NAME = moore_1100
export DESIGN_NICKNAME = moore_1100
export VERILOG_FILES = /design/flow/design.v
export SDC_FILE = /design/flow/constraint.sdc
export NUM_CORES = 4
export LEC_CHECK = 1
export CORE_AREA = 10 10 70 70
export DIE_AREA = 0 0 80 80
File: flow/constraint.sdc
current_design moore_1100

set clk_period 1.0
set clk_io_pct 0.2

create_clock -name clk0 -period $clk_period [get_ports {clk}]

set non_clock_inputs [all_inputs -no_clocks]
set_input_delay [expr $clk_period * $clk_io_pct] -clock clk0 $non_clock_inputs
set_output_delay [expr $clk_period * $clk_io_pct] -clock clk0 [all_outputs]
File: flow/design.v
`timescale 1ns / 1ps
module moore_1100 (
    input  wire clk,
    input  wire reset,  
    input  wire x,     
    output reg  z       
);
    parameter S0 = 3'd0;  
    parameter S1 = 3'd1;  
    parameter S2 = 3'd2;  
    parameter S3 = 3'd3;  
    parameter S4 = 3'd4;  
    reg [2:0] PS, NS;
    always @(posedge clk or posedge reset) begin
        if (reset)
            PS <= S0;
        else
            PS <= NS;
    end
    always @(*) begin
        case (PS)
            S0: NS = (x) ? S1 : S0;     
            S1: NS = (x) ? S2 : S0;     
            S2: NS = (x) ? S2 : S3;     
            S3: NS = (x) ? S1 : S4;     
            S4: NS = (x) ? S1 : S0;     
            default: NS = S0;
        endcase
    end
    always @(*) begin
        case (PS)
            S4:     z = 1'b1;
            default z = 1'b0;
        endcase
    end
endmodule
==> results.cfg <==
; flow metrics
[yosys]
ys_chip_area_um2 = 168
synth.ff_latch_count = 5
ys_seq_share_pct = 75.4
edf_count = 0
yosysTopAreaCellShare_pct = 59.7
postSynthCellCount = 12
async_flop_share_pct = 100
yosys.area.top_type = dfrtp_1
ys_cells = 12
synthTopCellsByArea = dfrtp_1 60%, dfstp_2 16%, nor2b_1 7.5%
synth.avg_cell_area_um2 = 14.0
flop_cell = dfrtp_1
yosys_warnings = 1
netlist_area_um2 = 168
synth.most_common_cell = dfrtp_1
top_cells_by_count = 4 x dfrtp_1, 2 x nor2b_1
synth_cell_type_count = 8

[place]
dp_slack_ps = -34.0
finalWeightedCongestion = 0.619
portBuffers = 3

[critical_path]
regToRegEndpoint = PS[3]$_DFF_PP0_
crit_buf_inv = 1
critPathTopFamily = flip-flops
r2r_cells = 2
worst-path-max-fanout = 2
worst_path_max_delay_cell = dfrtp_1
criticalPathCategory = reg -> out
max_stage_delay_ps = 390
startpoint_type = register
cp-end-kind = output pin
r2r-start = PS[1]$_DFF_PP0_
crit_chain = buf_2
critPathLaunch = PS[1]$_DFF_PP0_
r2r_slack_ps = 70
required_ps = 800
arrival_ps = 750

[power]
switchingPower_mw = 0.0977
p_leak_nw = 0.117
p_int_mw = 0.391
p_per_area_nw_per_um2 = 1720
power_frac_clock_pct = 46.4
combPwrFrac_pct = 6.6
power_mw = 0.489
ir_drop_v = 0.000955
p_sw_share_pct = 20.0
sequentialPowerShare_pct = 47.0

[final_timing]
timing.hold.ws_ps = 160
skew_ps = 2.28
finalSetupViolations = 0
fmax_mhz = 1060
setup_tns_ps = 0
final.min_clock_period_ps = 947
fin_ws_ps = 53.1
finalHoldViolations = 0
worstMarginPinSlew_ps = 183
period_used_pct = 94.7
relSlewSlack_pct = 87.8
rsz0062_at_grt = no
slew_viol_final = 0

[route]
drtIter0Drc = 0
vias_per_cell = 1.80
drt_wl_total_um = 349
ant_nets = 0
wl_per_cell_um = 5.29
num_vias = 119
n_antenna_cell = 0
dr.pass1.iters = 1
drc = 0

[die]
chipArea_um2 = 6400
die_h_um = 80
core.rowCount = 21
core_area_um2 = 3420
initCoreUtil_pct = 4.91
ioPinCount = 4
chipWidth_um = 80

[clock_tree]
clkSlewWorstSetupHoldPaths_ps = 40
clk_path_buf_depth = 2
cts.sinks = 5
numCtsBuffers = 3
htreeDepth = 1
cts_root_buf = clkbuf_4
ctsHoldBuffers = 0
insertion_delay_ps = 240
cts_tree = done

[global_route]
grt_pass1_vias = 143
grt.total_usage_pct = 1.11
antenna_found_initial = 0
grt_max_degree = 6
grt_first_pass_wirelength_um = 572
grt-ovfl-total = 0

[final_layout]
area_growth_pct = 69.4
drive_gt1_share_pct = 30.0
nFillCells = 407
regMostFlops = PS
reg.largest.list = PS x5
largest_reg_flops = 5

[min_path]
min_path_type = in -> async

[job]
cap_violations = 0
warnings = 25

[run_status]
status = finished, final reports clean
per-stage QoR:
stage | utilization (%) | cells | area (um2)
global route | 8.32 | 66 | 284
finish | 8.32 | 66 | 284
global placement | 7.69 | 62 | 263
CTS | 8.32 | 66 | 284
detailed placement | 7.69 | 62 | 263
floorplan | - | 12 | 168
power by group through the flow:
stage	Sequential [mW]	Clock, mW	Combinational, mW
CTS	0.230	0.234	0.0334
global route	0.231	0.249	0.0365
finish	0.230	0.227	0.0322
timing repair:
action                                  4_1_cts  5_1_grt
endpoints found under the setup margin        1        0
buffers inserted                              0        0
gates resized                                 3        0
worst reg2reg max path: cells and delay by family (launching register included):
family	cells	cell delay [ps]
flops	1	390
compound gates	1	280
buf+inv	1	140
logic make-up after synthesis:
| family | count (synthesis) | share of synthesized area, % |
|---|---|---|
| AND/OR/NAND/NOR | 4 | 12.7 |
| AND-OR/OR-AND | 2 | 9.70 |
| flip-flops | 5 | 75.4 |
| buffers and inverters | 1 | 2.24 |
placed cells by master, fill, tap and decap left out, drive strengths merged:
cell type,n
clkbuf,4
nor3,1
buf,2
o21a,1
nor2b,2
dfrtp,4
nor2,1
dfstp,1
clkdlybuf4s50,2
o31a,1
inv,1
per-layer routing:
| layer | wire, um | up-vias | global-route usage (%) |
|---|---|---|---|
| li1 | - | 56 | - |
| met1 | 181 | 57 | 1.54 |
| met2 | 136 | 6 | 1.36 |
| met3 | 30 | 0 | 0.682 |
| met4 | 0 | 0 | 0.352 |
| met5 | 0 | - | 0 |
cell type report:
| class | instances | area [um2] | share of cell area, % |
|---|---|---|---|
| inverters | 1 | 3.75 | 1.32 |
| multi-input cells | 6 | 37.5 | 13.2 |
| clock buffers | 4 | 26.3 | 9.25 |
| repair buffers | 4 | 32.5 | 11.5 |
| well taps | 46 | 57.6 | 20.3 |
| flip-flops and latches | 5 | 126 | 44.5 |
how the worst max path moves through the flow:
stage / depth (start not counted) / endpoint / slack [ps]
4_1_cts: 1 / z / 50
5_1_grt: 1 / z / 20
6_report: 1 / z / 50
No activity file was given, so power comes from the tool's default toggle rates.
